**./config.mk**
```make
export PLATFORM = sky130hd
export DESIGN_NAME = uart_regs
export DESIGN_NICKNAME = uart_regs
export VERILOG_FILES = /design/flow/design.v
export SDC_FILE = /design/flow/constraint.sdc
export NUM_CORES = 4
export LEC_CHECK = 1
export CORE_UTILIZATION = 50
```
**./constraint.sdc**
```tcl
current_design uart_regs

set clk_period 1.0
set clk_io_pct 0.2

create_clock -name clk0 -period $clk_period [get_ports {clk_i}]
create_clock -name clk1 -period $clk_period [get_ports {s_apb_pclk_i}]

set non_clock_inputs [all_inputs -no_clocks]
set_input_delay [expr $clk_period * $clk_io_pct] -clock clk0 $non_clock_inputs
set_output_delay [expr $clk_period * $clk_io_pct] -clock clk0 [all_outputs]
```
**./design.v**
```verilog
`timescale 1ns / 1ps
module uart_regs#(
    parameter APB_DW    = 32
)(
    input                   clk_i             ,
    input                   resetn_i          ,
    input                   s_apb_pclk_i      ,
    input                   s_apb_presetn_i   ,
    input  ['d32-1:0]    read_write_addr_i ,  
    input                   write_en_i        ,  
    input  ['d32-1:0]    write_data_i      ,  
    input                   read_en_i         ,  
    output ['d32-1:0]    read_data_o       ,  
    output                  tx_enable_o       ,
    output [        7:0]    tx_data_o         ,
    output                  tx_data_write_en_o,
    input                   tx_busy_i
);
    logic ['d32-1:0]    ctrl_reg   ;
    logic ['d32-1:0]    status_reg ;
    logic ['d32-1:0]    tx_data_reg;
    logic ['d32-1:0]    rx_data_reg;
    logic ['d32-1:0]    cdc_ctrl_reg    [0:1];
    logic ['d32-1:0]    cdc_status_reg  [0:1];
    logic ['d32-1:0]    cdc_rx_data_reg [0:1];
    logic ['d32-1:0]    read_data_reg;
    always_ff @(posedge s_apb_pclk_i)
        begin
        if(!s_apb_presetn_i)
            begin
            read_data_reg <= 'h0;
            end
        else
            begin
            if(read_en_i)
                begin
                case(read_write_addr_i)
                    32'h0000_0000    : read_data_reg <= ctrl_reg   ;
                    32'h0000_0004  : read_data_reg <= status_reg ;
                    32'h0000_0008 : read_data_reg <= tx_data_reg;
                    32'h0000_000C : read_data_reg <= rx_data_reg;
                    default           : read_data_reg <= 'h0;
                endcase
                end
            end
        end
    assign read_data_o = read_data_reg;
    logic    tx_data_write_en_reg;
    always_ff @(posedge s_apb_pclk_i)
        begin
        if(!s_apb_presetn_i)
            begin
            ctrl_reg             <= 'h0;
            tx_data_reg          <= 'h0;
            rx_data_reg          <= 'h0;
            tx_data_write_en_reg <= 'h0;
            end
        else
            begin
            if(write_en_i)
                begin
                case(read_write_addr_i)
                    32'h0000_0000    :
                        begin
                        ctrl_reg             <= write_data_i;
                        tx_data_write_en_reg <= 'h0;
                        end
                    32'h0000_0008 :
                        begin
                        tx_data_reg          <= write_data_i;
                        tx_data_write_en_reg <= 'h1;
                        end
                    32'h0000_000C :
                        begin
                        rx_data_reg          <= write_data_i;
                        tx_data_write_en_reg <= 'h0;
                        end
                    default :
                        begin
                        rx_data_reg          <= 'h0;
                        tx_data_write_en_reg <= 'h0;
                        end
                endcase
                end
            else
                begin
                tx_data_write_en_reg <= 'h0;
                end
            end
        end
    always_ff @(posedge clk_i)
        begin
        if(!resetn_i)
            begin
            cdc_ctrl_reg[0]    <= 'h0;
            cdc_ctrl_reg[1]    <= 'h0;
            cdc_rx_data_reg[0] <= 'h0;
            cdc_rx_data_reg[1] <= 'h0;
            end
        else
            begin
            cdc_ctrl_reg[0]    <= ctrl_reg          ;
            cdc_ctrl_reg[1]    <= cdc_ctrl_reg[0]   ;
            cdc_rx_data_reg[0] <= rx_data_reg       ;
            cdc_rx_data_reg[1] <= cdc_rx_data_reg[0];
            end
        end
    always_ff @(posedge s_apb_pclk_i)
        begin
        if(!s_apb_presetn_i)
            begin
            cdc_status_reg[0] <= 'h0;
            cdc_status_reg[1] <= 'h0;
            status_reg        <= 'h0;
            end
        else
            begin
            cdc_status_reg[0] <= {{('d32-1){1'b0}},tx_busy_i};
            cdc_status_reg[1] <= cdc_status_reg[0];
            status_reg        <= cdc_status_reg[1];
            end
        end
    assign tx_enable_o        = cdc_ctrl_reg[1][0]  ;
    assign tx_data_o          = tx_data_reg         ;
    assign tx_data_write_en_o = tx_data_write_en_reg;
endmodule
```
**./run.sh**
```bash
#!/bin/bash
# OpenROAD 26Q1-2900-gdf79404cd8, Yosys 0.63+post, stock flow scripts
make -C /OpenROAD-flow-scripts/flow DESIGN_CONFIG=/design/flow/config.mk WORK_HOME=/design/flow/orfs finish
```
==> impl_metrics.ini <==
; synthesis and place-and-route metrics
[critical_path]
ff2ff_setup_slack_ns = -0.20
crit_slowest_cell = nor4_4
cp-start-kind = primary input
reg2reg_from = tx_data_reg[0]
path_max_fanout = 7
rr_worst_depth = 4
critPathBufInv = 5
rr_endpoint = read_data_reg[0]
path_delay_family = buffers and inverters
endpoint_kind = flop
cp-startpoint = read_write_addr_i[11]
crit_type = primary input to flop
crit_chain = buf_6, nor4_4, nand4_4, buf_6, nor3_4, buf_6, buf_12, buf_12, mux2i_1
crit_arrival_ns = 1.73
cpPeakStageDelay_ns = 0.33
crit_top_cell = buf_6
cp_data_required_time_ns = 1.43

[power]
power.density_mw_per_mm2 = 1662
p_sw_share_pct = 20.78
leakage_nw = 3.174
p_int_w = 0.01046
fin_total_pwr_w = 0.01320
seqPwrFrac_pct = 40.5
power.switching_w = 0.002742
peakVddDrop_mv = 1.583
comb_power_share_pct = 5.6
clkPwrFrac_pct = 53.9

[yosys]
ys_cells = 532
ys_types = 27
synth_warnings = 4
yosys.area.top_type = dfxtp_1
yosys.area.top_type_share_pct = 50.14
ys_top_cells_by_area = dfxtp_1 50%, mux2i_1 12%, nand2_1 9.1%
avgSynthCellArea_um2 = 10.06
seq_area_frac_synth_pct = 50.14
syn_inst = 532
ys_ff = 134
syn_area_mm2 = 0.005350
yosysChipArea_mm2 = 0.005350

[route]
wire_per_inst_um = 18.15
dr.first_iter.drc_count = 248
drt-total-wl_um = 15130
postRouteAntennaNets = 0
n_antenna_cell = 0
remaining_drc_errors = 0
num_vias = 4550
firstDrtPassIters = 4
vias_per_cell = 5.456

[placement]
routabilityCongestion = 0.7840
place_ws_ns = -1.147
dp_hpwl_um = 8283
portBuffers = 111

[die]
io_pins = 113
fp.dieW_um = 105.4
die_area_mm2 = 0.01112
core_area_mm2 = 0.01037
initCoreUtil_pct = 51.59
fp.dieH_um = 105.4
num_rows = 37

[final_timing]
maxSlewViolCount = 0
tightest_slew_ns = 0.6259
max-slew-margin-rel_pct = 58.27
clock_skew_ns = 0.006659
hold_viol = 0
fin_ws_ns = -0.3020
holdWs_ns = 0.1457
rsz0062_at_grt = true
finalSetupViolations = 170

[final_layout]
logic_area_mm2 = 0.002695
layout-drive-gt1-share_pct = 41.98
seq_area_mm2 = 0.002734
fillers = 651
areaGrowthSynthToFinish_pct = 48.43

[clocking]
hold_buffers = 0
cts_tree = done
clock_sinks = 134
path_clk_slew_ns = 0.06

[run]
max-cap-violations = 0
tool_warnings = 30

[global_routing]
grt_pass1_vias = 4466
grt_overflow = 0
antenna_found_initial = 0
grt_start_max_net_pins = 65
grt_use_total_pct = 27.19
grt_first_pass_wirelength_um = 22810

[run_status]
violations = setup timing
outcome = finished, violations left

[worst_hold_path]
hp-start = read_write_addr_i[12]
holdPathStages = 5
hold_path_end = read_data_reg[0]
hold_path.class = primary input to flop
timing repair:
item | CTS | global route
endpoints found under the setup margin | 171 | 171
cloned | 4 | 5
pin swaps | 35 | 28
buffers inserted | 17 | 9
gates resized | 286 | 51
through the flow:
step                TNS, ns  std cells  util (%)  area [µm²]
finish               -31.71        834     76.58        7941
detailed placement  -131.81        765     65.71        6814
global placement    -130.27        765     65.71        6814
floorplan            -65.32        532         -        5557
CTS                  -28.63        821     73.76        7649
global route         -40.43        834     76.58        7941
logic make-up (layout without fill, tap and decap cells):
family | count (synthesis) | count (layout) | share of synthesized area, %
muxes | 96 | 96 | 18.92
DFF | 134 | 134 | 50.14
buffers and inverters | 49 | 215 | 4.864
and+or+nand+nor | 157 | 157 | 13.19
AOI/OAI and AO/OA | 96 | 96 | 12.89
power by group through the flow:
| stage | sequential (W) | clock, W | combinational (W) |
|---|---|---|---|
| 4_1_cts | 0.00534 | 0.00720 | 0.000713 |
| 5_1_grt | 0.00534 | 0.00745 | 0.000779 |
| 6_report | 0.00534 | 0.00712 | 0.000735 |
worst register-to-register path, stage by stage (launching register included):
cell     delay (ns)
dfxtp_2        0.34
buf_6          0.12
mux4_2         0.48
nand4_1        0.10
a21oi_1        0.06
metal layers:
layer / vias to the layer above / track usage (%) / part of all wire (%)
met5: - / 0 / 0
met4: 0 / 3.320 / 1.7
met3: 16 / 4.290 / 6.5
met2: 140 / 43.61 / 48
met1: 2203 / 41.88 / 44
li1: 2191 / - / -
worst max-delay path by stage:
| stage | to | slack, ns | cells past startpoint |
|---|---|---|---|
| after CTS | rx_data_reg[16] | -0.32 | 8 |
| after global routing | tx_data_reg[11] | -0.37 | 7 |
| final | ctrl_reg[23] | -0.30 | 9 |
synth_stat cells:
master	number
nor2_1	3
buf_4	13
and4_1	2
mux4_2	1
nor4_1	3
nand2b_1	2
nand4_2	1
buf_1	5
a22oi_1	31
nor4_2	4
o41ai_2	1
nor4_4	1
buf_6	3
and2_1	6
nor3_1	1
a22o_1	32
buf_2	4
inv_1	1
mux2_2	31
mux2i_1	64
o21ai_0	31
nand2_1	129
nand4_1	4
nor3_2	1
dfxtp_1	134
a21oi_1	1
clkbuf_1	23
cell type report:
| cell class | count | share of cell area, % |
|---|---|---|
| sequential | 134 | 34.43 |
| multi-input combinational | 349 | 33.94 |
| timing repair buffer | 179 | 20.66 |
| clock buffer | 24 | 6.302 |
| clock inverter | 11 | 2.489 |
| tap | 136 | 2.143 |
| inverter | 1 | 0.04727 |
layout by cell type (no fill, tap or decap), types with 5 or more instances in the layout:
| cell type | netlist | final |
|---|---|---|
| a22o_1 | 32 | 32 |
| buf_6 | 3 | 19 |
| a22oi_2 | 0 | 9 |
| mux2_2 | 31 | 30 |
| a22oi_1 | 31 | 22 |
| clkbuf_16 | 0 | 19 |
| clkbuf_8 | 0 | 7 |
| buf_4 | 13 | 36 |
| dfxtp_1 | 134 | 93 |
| bufinv_16 | 0 | 5 |
| buf_12 | 0 | 11 |
| clkdlybuf4s50_1 | 0 | 36 |
| nor4_4 | 1 | 8 |
| o21ai_2 | 0 | 29 |
| dfxtp_2 | 0 | 41 |
| clkdlybuf4s15_1 | 0 | 6 |
| and2_1 | 6 | 6 |
| buf_2 | 4 | 55 |
| mux2i_1 | 64 | 64 |
| nand2_1 | 129 | 129 |
Power figures rest on the tool's default switching activity, not on a simulated workload.
