**flow/run.sh**
```bash
#!/bin/bash
# OpenROAD 26Q1-2900-gdf79404cd8, Yosys 0.63+post, stock flow scripts
make -C /OpenROAD-flow-scripts/flow DESIGN_CONFIG=/design/flow/config.mk WORK_HOME=/design/flow/orfs finish
```
**flow/config.mk**
```make
export PLATFORM = sky130hd
export DESIGN_NAME = s_apb
export DESIGN_NICKNAME = s_apb
export VERILOG_FILES = /design/flow/design.v
export SDC_FILE = /design/flow/constraint.sdc
export NUM_CORES = 4
export LEC_CHECK = 1
export CORE_AREA = 10 10 133 133
export DIE_AREA = 0 0 143 143
```
**flow/constraint.sdc**
```tcl
current_design s_apb

set clk_period 17.7
set clk_io_pct 0.2

create_clock -name clk0 -period $clk_period [get_ports {s_apb_pclk_i}]

set non_clock_inputs [all_inputs -no_clocks]
set_input_delay [expr $clk_period * $clk_io_pct] -clock clk0 $non_clock_inputs
set_output_delay [expr $clk_period * $clk_io_pct] -clock clk0 [all_outputs]
```
**flow/design.v**
```verilog
`timescale 1ns / 1ps
`timescale 1ns / 1ps
module s_apb(
    input                      s_apb_pclk_i     ,  
    input                      s_apb_presetn_i  ,  
    input  [   'd32-1:0]    s_apb_paddr_i    ,  
    input                      s_apb_pwrite_i   ,  
    input                      s_apb_psel_i     ,  
    input                      s_apb_penable_i  ,  
    output                     s_apb_pready_o   ,  
    input  [   'd32-1:0]    s_apb_pwdata_i   ,  
    input  ['d4-1:0]    s_apb_pstrb_i    ,  
    output [   'd32-1:0]    s_apb_rdata_o    ,  
    output [   'd32-1:0]    read_write_addr_o,  
    output                     write_en_o       ,  
    output [   'd32-1:0]    write_data_o     ,  
    output                     read_en_o        ,  
    input  [   'd32-1:0]    read_data_i         
);
    logic    apb_pready_reg;
    always_ff @(posedge s_apb_pclk_i)
        begin
        if(!s_apb_presetn_i)
            begin
            apb_pready_reg <= 'h0;
            end
        else
            begin
            apb_pready_reg <= 'h1;
            end
        end
    logic                  write_en      ;
    logic                  write_en_reg  ;
    logic ['d32-1:0]    write_data_reg;
    logic ['d32-1:0]    write_addr_reg;
    always_ff @(posedge s_apb_pclk_i)
        begin
        if(!s_apb_presetn_i)
            begin
            write_en_reg   <= 'h0;
            write_data_reg <= 'h0;
            write_addr_reg <= 'h0;
            end
        else
            begin
            if(|s_apb_pstrb_i & apb_pready_reg & s_apb_psel_i & s_apb_penable_i)
                begin
                write_en_reg   <= 'h1           ;
                write_data_reg <= s_apb_pwdata_i;
                write_addr_reg <= s_apb_paddr_i ;
                end
            else
                begin
                write_en_reg   <= 'h0;
                write_data_reg <= 'h0;
                write_addr_reg <= 'h0;
                end
            end
        end
    assign write_en = write_en_reg;
    logic                  read_en  ;
    logic ['d32-1:0]    read_addr;
    assign read_en   = (|s_apb_pstrb_i & s_apb_psel_i & !s_apb_pwrite_i);
    assign read_addr = s_apb_paddr_i;
    assign s_apb_pready_o = apb_pready_reg;
    assign s_apb_rdata_o  = read_data_i;
    assign read_write_addr_o = write_en ? write_addr_reg :
                               read_en  ? read_addr      : 'h0;
    assign write_en_o        = write_en;
    assign write_data_o      = write_en ? write_data_reg : 'h0;
    assign read_en_o         = read_en;
endmodule
```
==> notes.md <==
flow finished, numbers: final worst slack=8210 ps, Required @ worst endpoint=14160 ps, CTS root buf=clkbuf_16, grt ovf=0, DRC violation count after routing=0, pwr dens=85.0 nW/um2, Finished Core Util=30.4%, end point of the critical path=read_write_addr_o[20], yosys stat cell total=326, core area=14700 um2, Antenna Nets Post-Route=0, fin crit period=9490 ps, YS chip area=roughly 2900 um2, Max Cap Viol=0, Worst Hold Class=flip-flop to flip-flop, r2r setup slk=16480 ps, clk sinks=between 60 and 70, initial antenna violation count=0, setup repair bufs after CTS=0, TritonCTS clock tree=yes, Worst-Skew Late Latency=between 300 and 400 ps, vias after detailed routing=approximately 2600, Arr. time, crit path=between 5000 and 6000 ps, share of cells above drive strength 1=5.42%, height of the die=around 140 um, Crit Path Class=primary input to output port, DRT iter0 DRCs=128, kind of end point of the critical path=output port, Detailed Routing Iterations Pass 1=5, CTS resizes=0, # IOs=204, WL final=approximately 9300 um, part of the power in registers=39.9%, met2 Resource Use GR=13.4%, crit-path max FO=69, CTS Buffer Depth=2, Cells after Synth=about 330, hpwl dp=6310 um, internal power=0.301 mW, Non-Filler Instances=608, Distinct cells, synth=14, OpenROAD warning count=25, endpoints failing setup=0, area delta synth->final=56.7%, register share after synthesis=46.3%, Avg WL per Cell=roughly 15 um, Clock Skew=3.37 ps, Tcrit/Tclk final=53.6%, met1 Resource Use GR=10.6%, row count=44, Cell Area, Synth=2860 um2, Overall Power=0.381 mW, FF-to-FF Start=apb_pready_reg$_DFF_P_, Ys Warns=1, H-tree depth=3, Pleak=1.67 nW, status=finished clean, largest net degree at the start of global routing=70, Via density=roughly 4.2, GRT Max-Usage Layer=met2, logic gate share of total power=just under 10%, Avg Cell Area, Syn=between 8 and 9 um2, n_diodes=0, Clk pwr share=around 50%, R2R depth=3, Net Sw Frac=20.8%, final setup TNS=0 ps, Worst-path clk slew=50 ps, dpl cells=a little under 600, Final Hold Fails=0, pre-CTS worst setup slack=8220 ps, unrepaired setup endpoints after global routing=no, Die Size=20400 um2, vias in the first global route=roughly 2600, M3 GR Usage=4.95%, Worst R2R End=write_data_reg[18]$_SDFF_PN0_, Horiz. Die Dim=approximately 140 um, Port Buffers=139, starting density of the core=19.4%, CP Launch Point=s_apb_pstrb_i[1], FF+latch count, synth=approximately 66, gpl congestion=0.760, max frequency=approximately 0.11 GHz, Final Max Slew Viols=0, global-route wire length before repair=14400 um, startpoint types=primary input, GRT Overall Usage=8.79%, Num CTS Buffers=9, switching pwr=roughly 0.08 mW, Least-Margin Pin Slew=727 ps, CTS Hold Buffers Added=0, VDD IR max=between 40 and 50 uV, relative slew slack=between 50% and 60%
[Yosys cell counts]
master    instances  area, um2
dfxtp_1          66       1320
buf_4            34        255
nor3b_1          33        248
and2_1           32        200
inv_1            32        120
nand2_1          32        120
nor3_1           32        160
o41ai_1          32        280
clkbuf_1         26       97.6
buf_2             3       15.0
nand2b_1          1       6.26
nand4_1           1       6.26
nor2_1            1       3.75
nor4_4            1       21.3
[cell type report]
class	instances	area (um2)
Fill cell	1480	10200
Inverter	32	120
Clock inverter	5	77.6
Timing Repair Buffer	145	1440
Tap cell	184	230
Multi-Input combinational cell	165	1050
Clock buffer	11	243
Sequential cell	66	1320
[through the flow]
| stage | instance area [um2] | hold slack, ps |
|---|---|---|
| 2_1_floorplan | 2860 | 741 |
| 3_3_place_gp | 4160 | 937 |
| 3_5_place_dp | 4160 | 953 |
| 4_1_cts | 4480 | 962 |
| 5_1_grt | 4480 | 1050 |
| 6_report | 4480 | 946 |
[power by group through the flow]
stage / Clock (mW) / Sequential, mW / Combinational [mW]
6_report: 0.191 / 0.152 / 0.0374
5_1_grt: 0.205 / 0.152 / 0.0410
4_1_cts: 0.199 / 0.152 / 0.0381
[placed cells by master, fill, tap and decap left out, drive strengths merged]
cell type      count
bufinv             2
nor3b             33
inv               32
o41ai             32
and2              32
nand2             32
nor4               1
clkinv             2
clkbuf            11
nand2b             1
dfxtp             66
buf                6
clkdlybuf4s50    139
clkinvlp           1
nand4              1
nor2               1
nor3              32
[worst max-delay path, stage by stage]
cell and delay, ps:
clkdlybuf4s50_1 440, nor4_4 280, buf_4 340, buf_4 650, o41ai_1 190, clkdlybuf4s50_1 480
[worst min-delay path by stage]
stage	startpoint	to	slack, ps	depth (start not counted)
CTS	apb_pready_reg$_DFF_P_	write_en_reg$_SDFF_PN0_	960	3
global route	apb_pready_reg$_DFF_P_	write_en_reg$_SDFF_PN0_	1050	3
finish	apb_pready_reg$_DFF_P_	write_en_reg$_SDFF_PN0_	950	3
[kinds of logic after synthesis]
logic type             count (synthesis)  synth area share [%]
buffers and inverters                 95                  17.1
AOI/OAI and AO/OA                     32                  9.82
DFF                                   66                  46.3
and+or+nand+nor                      133                  26.8
[routing by layer]
metal | routed length (um) | up-vias
met2 | 3830 | 143
met4 | 258 | 0
met5 | 0 | -
met1 | 3930 | 1151
met3 | 1310 | 27
li1 | - | 1251
Power figures rest on the tool's default switching activity, not on a simulated workload.
