[design.v]
module uart_tx(
    input           clk_i       ,
    input           resetn_i    ,
    input           tx_trigger_i,
    input  [ 7:0]   tx_data_i   ,
    output          tx_busy_o   ,
    output          tx_done_o   ,
    output          uart_tx_o
);
    enum logic [3:0] {
        TX_IDLE  = 'h1,
        TX_START = 'h2,
        TX_DATA  = 'h4,
        TX_STOP  = 'h8
    } tx_state;
    logic    tx_data_done ;
    logic    tx_data_state;
    always_ff @(posedge clk_i)
        begin
        if(!resetn_i)
            begin
            tx_state <= TX_IDLE;
            end
        else
            begin
            case(tx_state)
                TX_IDLE :
                    begin
                    if(tx_trigger_i)
                        begin
                        tx_state <= TX_START;
                        end
                    end
                TX_START :
                    begin
                    tx_state <= TX_DATA;
                    end
                TX_DATA :
                    begin
                    if(tx_data_done)
                        begin
                        tx_state <= TX_STOP;
                        end
                    end
                TX_STOP :
                    begin
                    tx_state <= TX_IDLE;
                    end
                default :
                    begin
                    tx_state <= TX_IDLE;
                    end
            endcase
            end
        end
    assign tx_data_state = (tx_state == TX_DATA) ? 'h1 : 'h0;
    assign tx_busy_o     = (tx_state == TX_IDLE) ? 'h0 : 'h1;
    assign tx_done_o     = (tx_state == TX_STOP) ? 'h1 : 'h0;
    logic           uart_tx    ;
    logic [7:0]     tx_data_reg;
    always_comb
        begin
        case(tx_state)
            TX_IDLE :
                begin
                uart_tx <= 'h1;
                end
            TX_START :
                begin
                uart_tx <= 'h0;
                end
            TX_DATA :
                begin
                uart_tx <= tx_data_reg[0];
                end
            TX_STOP :
                begin
                uart_tx <= 'h1;
                end
            default :
                begin
                uart_tx <= 'h1;
                end
        endcase
        end
    logic [3:0]     tx_data_count;
    always_ff @(posedge clk_i)
        begin
        if(!resetn_i)
            begin
            tx_data_reg   <= 'h0;
            tx_data_count <= 'h0;
            end
        else
            begin
            if(tx_data_state)
                begin
                tx_data_count <= tx_data_count + 'h1;
                tx_data_reg   <= tx_data_reg >> 1;
                end
            else
                begin
                tx_data_reg   <= tx_data_i;
                tx_data_count <= 'h0;
                end
            end
        end
    assign tx_data_done = (tx_data_count == 'h7) ? 'h1 : 'h0;
    assign uart_tx_o = uart_tx;
endmodule
[run.sh]
#!/bin/bash
# OpenROAD 26Q1-2900-gdf79404cd8, Yosys 0.63+post, stock flow scripts
make -C /OpenROAD-flow-scripts/flow DESIGN_CONFIG=/design/flow/config.mk WORK_HOME=/design/flow/orfs finish
[config.mk]
export PLATFORM = sky130hd
export DESIGN_NAME = uart_tx
export DESIGN_NICKNAME = uart_tx
export VERILOG_FILES = /design/flow/design.v
export SDC_FILE = /design/flow/constraint.sdc
export NUM_CORES = 4
export LEC_CHECK = 1
export CORE_AREA = 10 10 81 81
export DIE_AREA = 0 0 91 91
[constraint.sdc]
current_design uart_tx

set clk_period 1.3
set clk_io_pct 0.2

create_clock -name clk0 -period $clk_period [get_ports {clk_i}]

set non_clock_inputs [all_inputs -no_clocks]
set_input_delay [expr $clk_period * $clk_io_pct] -clock clk0 $non_clock_inputs
set_output_delay [expr $clk_period * $clk_io_pct] -clock clk0 [all_outputs]
==> notes.md <==
run metrics: status complete, no violations, FF-to-FF setup slack 240 ps, IR drop worst, VDD ~330 uV, placed cells roughly 140, Slew @ Worst Pin about 270 ps, vias per cell between 2 and 3, net load switching power about 0.00018 W, cell count of the worst reg-to-reg path 3, Critical Path End Type output port, endpoints failing setup 0, Main synth FF type dfxtp_1, FILL cells between 500 and 600, Top Ports 14, Num CTS Buffers 3, Setup TNS Final 0 ps, Levels on crit path 2, final non-filler cell total about 140, arrival time at the worst endpoint slightly above 900 ps, Wirelength per Cell 9.00 um, Chip Area, Yosys between 600 and 700 sq um, CP startpoint kind flop, Die Size just over 8000 sq um, HPWL after detailed placement roughly 980 um, CTS Buffer Depth 2, Critical path buffers and inverters 1, Iteration-0 DRC Markers 26, CP peak stage delay 310 ps, CTS tree done, DRC violations left 0, Cell Type Count 20, synth cell count leaders dfxtp_1 (16), mux2i_1 (8), nor2b_1 (7), min Tclk post-route between 1000 and 1500 ps, Seq share, synth 0.526, Leakage 0.317 nW, core footprint 4820 sq um, Final Max Tran Viols 0, First-pass DRT Iterations 3, global-route wire length before repair 2230 um, cell family contributing the most delay on the critical path flip-flops, Setup WS pre-CTS approximately 29 ps, P&R area growth vs syn 38.0%, Gate power share 0.098, Flop area 322 sq um, clk root buf clkbuf_8, n_diodes 0, final hold vios 0, Peak Freq 849 MHz, # Cells Yosys between 50 and 60, Int Pwr a little under 0.0008 W, WS Path Type reg2out, hold crit path type reg2reg, crit path max-delay cell type dfxtp_1, crit path capture uart_tx_o, post-synthesis cell area 609 sq um, RSZ-0062 raised after global routing false, top cell type by total area after synthesis dfxtp_1, Post-CTS Setup Bufs 0, Post-Route WL 1240 um, clock-pin slew on the worst setup and hold paths 60 ps, number of max-cap violations 0, clk ins delay skew pair 240 ps, largest net degree at the start of global routing 14, post-route ant nets 0, Top cells by area dfxtp_1 (53%), mux2i_1 (13%), nor2b_1 (7.2%), buf_12 (3.3%), nor2_1 (2.5%), placer congestion estimate approximately 0.70, via count 410, Reg2Reg Capture Point tx_state[2], layout cell share with drive strength beyond 1 0.113, yosys warns 1, die height roughly 90 um, Post-Syn Instances roughly 56, Post-synth EDFFs 0, PD cells approximately 1100 nW/um^2, Cell Chain, Critical Path o21ai_0 > dlygate4sd2_1, H-tree levels 1, async set-or-reset flop fraction in the synthesized netlist 0, max FFs per register 8, Worst Path Max Fanout 3, initial antenna violation count 0, total track usage 0.0324, Die W slightly above 90 um, hold_buf cts 0, final core occ 0.175, final worst-path cycle share 0.906, PnR Total Power 0.000962 W, Seq pwr share 0.544, Crit. Startpoint tx_state[2], Worst EP required roughly 1000 ps, IO Port Bufs 13, GRT Residual Overflow 0, Max-area cell share 0.526, flip-flop and latch count after synthesis 16, FP Util 0.126, final setup margin ~120 ps, top-count cell post-synth dfxtp_1, Comb area between 200 and 250 sq um, Net Sw Frac 0.192, clk sinks 16, Clock Power Share 0.358, vias in the first global route roughly 440, R2R Path Start tx_data_count[0], Mean Syn Cell Area around 11 sq um, tool warnings 25, Slew HR 0.819, Rows 25, Clock Skew ~2.2 ps
## area by class of cell
type,instances,share of cell area
clock buffers,3,0.0491
inverters,2,0.00893
multi-input cells,35,0.292
flip-flops and latches,16,0.382
well taps,67,0.0997
repair buffers,15,0.168
## through the flow
step	cell area [sq um]	hold WS, ps
6_report	841	460
3_3_place_gp	802	427
5_1_grt	841	473
4_1_cts	841	458
3_5_place_dp	802	450
2_1_floorplan	609	381
## per-layer routing
layer / routed length, um / GRT usage
met5: 0 / 0
met4: 0 / 0.00392
met3: 63 / 0.0141
met2: 572 / 0.0501
met1: 607 / 0.0422
## power groups by stage
stage | clock, W | combinational [W] | sequential [W]
after CTS | 0.000354 | 0.0000965 | 0.000523
after global routing | 0.000387 | 0.000106 | 0.000527
final | 0.000345 | 0.0000943 | 0.000523
## how the worst min path moves through the flow
| stage | end | depth (start not counted) | startpoint |
|---|---|---|---|
| CTS | tx_data_count[0] | 1 | tx_data_count[0] |
| global route | tx_state[0] | 2 | tx_state[1] |
| finish | tx_data_count[0] | 1 | tx_data_count[0] |
## kinds of logic (layout without fill, tap and decap cells)
family,after synthesis,count (layout),synth area share
simple gates,22,22,0.207
flops,16,16,0.526
mux,8,8,0.131
buf+inv,5,20,0.0719
compound gates,3,3,0.0287
fa+ha+maj,1,1,0.0205
xor+xnor,1,1,0.0144
## cell usage in the layout (no fill, tap or decap)
cell and n:
inv_1 2, dfxtp_1 15, nand2_2 1, nand3_1 2, and3_1 2, nor2_1 4, nor2b_1 7, xnor2_1 1
o21ai_1 1, nor3_2 1, clkdlybuf4s50_1 10, nand2_1 3, mux2i_1 8, nor4bb_1 1, clkbuf_8 3, nand3b_1 1
o21ai_0 1, dfxtp_2 1, buf_4 2, o211ai_1 1, ha_1 1, dlygate4sd2_1 3
## repair_timing
action | in CTS | in global routing
gates resized | 4 | 0
setup endpoints to repair | 3 | 0
endpoints found under the hold margin | 0 | 0
Power figures rest on the tool's default switching activity, not on a simulated workload.
